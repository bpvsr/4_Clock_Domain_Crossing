<file path="flow/config.mk">
export PLATFORM = sky130hd
export DESIGN_NAME = S2F_Counter
export DESIGN_NICKNAME = S2F_Counter
export VERILOG_FILES = /design/flow/design.v
export SDC_FILE = /design/flow/constraint.sdc
export NUM_CORES = 4
export LEC_CHECK = 1
export CORE_AREA = 10 10 70 70
export DIE_AREA = 0 0 80 80
</file>
<file path="flow/constraint.sdc">
current_design S2F_Counter

set clk_period 1.5
set clk_io_pct 0.2

create_clock -name clk0 -period $clk_period [get_ports {clk1}]
create_clock -name clk1 -period $clk_period [get_ports {clk2}]

set non_clock_inputs [all_inputs -no_clocks]
set_input_delay [expr $clk_period * $clk_io_pct] -clock clk0 $non_clock_inputs
set_output_delay [expr $clk_period * $clk_io_pct] -clock clk0 [all_outputs]
</file>
<file path="flow/design.v">
`timescale 1ns / 1ps
module S2F_Counter(
    input  wire clk1        ,
    input  wire clk2        ,
    input  wire reset       ,
    output reg [3:0] count_1,
    output reg [3:0] count_2
);
    always@(posedge clk1 or posedge reset) begin
        if(reset)begin
            count_1 <= 4'd0; 
        end else begin
            count_1 <= count_1 + 1'b1;
        end
    end
    always@(posedge clk2 or posedge reset) begin
        if(reset) begin
            count_2 <= 4'b0;
        end else begin
            count_2 <= count_1;
        end
    end
endmodule
</file>
<file path="flow/run.sh">
#!/bin/bash
# OpenROAD 26Q1-2900-gdf79404cd8, Yosys 0.63+post, stock flow scripts
make -C /OpenROAD-flow-scripts/flow DESIGN_CONFIG=/design/flow/config.mk WORK_HOME=/design/flow/orfs finish
</file>
==> results.sh <==
# source this file to load flow results
export IMPL_drt_pre_antenna_iters=3
export IMPL_timing_critical_path_cells="clkdlybuf4s50_1"
export IMPL_hold_viol_final=0
export IMPL_cts_tree="yes"
export IMPL_drive_gt1_share_pct=24.1
export IMPL_post_route_total_power_mw=0.483
export IMPL_synth_seq_share_pct=82.5
export IMPL_worst_pin_slew_ns=0.276
export IMPL_pre_cts_slack_ns=0.314
export IMPL_multiInputGateArea_um2=35.0
export IMPL_area_delta_synth_final_pct=79.9
export IMPL_yosys_stat_area_um2=243
export IMPL_wirelength_per_cell_um=6.87
export IMPL_antenna_cells_inserted=0
export IMPL_placement_rows=21
export IMPL_finalSetupViolCount=0
export IMPL_timing_critical_path_buf_inv=1
export IMPL_die_w_um=80
export IMPL_postCtsSetupRepairBufs=0
export IMPL_path_max_fanout=4
export IMPL_buffer_ports_inserted=9
export IMPL_remaining_drc_errors=0
export IMPL_worst_setup_hold_path_clk_slew_ns=0.04
export IMPL_timing_setup_tns_ns=0
export IMPL_post_synth_cell_area_avg_um2=17.3
export IMPL_final_layout_top_logic_cell="sky130_fd_sc_hd__clkdlybuf4s50_1"
export IMPL_hold_path_class="input pin to asynchronous set/reset pin"
export IMPL_grt_overflow_total=0
export IMPL_io_pins=11
export IMPL_postSynthRegisterBits=8
export IMPL_timing_worst_setup_path_type="flip-flop to output pin"
export IMPL_via_count_of_the_first_global_routing_pass=177
export IMPL_critPathRequiredTime_ns=1.20
export IMPL_maxCapViolCount=0
export IMPL_layout_top_cells="sky130_fd_sc_hd__clkdlybuf4s50_1, sky130_fd_sc_hd__dfrtp_1, sky130_fd_sc_hd__clkbuf_4, sky130_fd_sc_hd__inv_1"
export IMPL_finalWorstSetupSlack_ns=0.0881
export IMPL_timing_critical_path_slowest_cell_delay_ns=0.49
export IMPL_synth_cells=14
export IMPL_fin_hold_ws_ns=0.311
export IMPL_synth_warn=1
export IMPL_path_delay_family="buffers and inverters"
export IMPL_skew_ns=0.000500
export IMPL_post_route_util_pct=12.8
export IMPL_outcome="finished clean"
export IMPL_drt_wl_total_um=515
export IMPL_netlist_cell_type_count=6
export IMPL_yosysCellCount=14
export IMPL_coreArea_um2=3420
export IMPL_post_synth_instance_area_um2=243
export IMPL_slew_violations=0
export IMPL_leakage_power_nw=0.184
export IMPL_rsz_0062_raised_after_global_routing="no"
export IMPL_grt_total_usage_pct=1.77
export IMPL_clock_sink_count=8
export IMPL_place_gp_congestion=0.736
export IMPL_critPathArrivalTime_ns=1.11
export IMPL_startpoint_type="flip-flop"
export IMPL_grt_start_max_net_pins=9
export IMPL_grt_antenna_before_repair=0
export IMPL_antenna_violating_nets_post_route=0
export IMPL_initial_core_util_pct=7.11
export IMPL_timing_slew_headroom_pct=81.6
export IMPL_critPathSlowestCell="sky130_fd_sc_hd__clkdlybuf4s50_1"
export IMPL_first_iter_violations=2
export IMPL_drt_vias_per_instance=2.15
export IMPL_powerDensity_nw_per_um2=1110
export IMPL_ff_latch_area_um2=201
export IMPL_first_pass_grt_wire_length_um=814
export IMPL_layout_filler_cells=383
export IMPL_die_h_um=80
export IMPL_vias=161
export IMPL_setup_worst_path_end_class="output pin"
export IMPL_power_ir_vdd_worst_mv=0.204
export IMPL_die_area_um2=6400
export IMPL_openroad_warnings=26
-- Yosys cell counts (all sizes together) --
cell type | number | area [µm²]
dfrtp | 8 | 200
inv | 2 | 7.51
ha | 1 | 12.5
nand3 | 1 | 5.00
xnor2 | 1 | 8.76
xor2 | 1 | 8.76
-- metal layers --
| metal | share of wire (%) | global-route usage [%] |
|---|---|---|
| met3 | 29 | 3.07 |
| met2 | 37 | 1.52 |
| met1 | 33 | 1.49 |
| met4 | 0 | 1.41 |
| met5 | 0 | 0 |
-- cell families after synthesis --
group,after synthesis,synth area share (%)
flip-flops,8,82.5
AND/OR/NAND/NOR,1,2.06
adder cells (fa/ha/maj),1,5.15
buffers and inverters,2,3.09
XOR/XNOR,2,7.22
-- metrics by stage --
stage	cell area, µm²	instances
3_3_place_gp	390	69
4_1_cts	435	75
6_report	437	75
2_1_floorplan	243	14
3_5_place_dp	390	69
5_1_grt	437	75
-- worst paths after layout --
kind | startpoint | to | slack (ns) | cells after the start
worst max-delay path | count_1[2] | count_1[2] | 0.09 | 1
worst min-delay path | reset | count_2[3] | 0.31 | 2
worst max register to register | count_1[0] | count_1[2] | 0.61 | 2
worst min register to register | count_1[3] | count_2[3] | 0.41 | 0
max in group asynchronous | reset | count_1[0] | 0.95 | 2
max in group clk1 | count_1[0] | count_2[0] | 0.95 | 0
min in group clk1 | count_1[3] | count_2[3] | 0.41 | 0
min in group clk0 | count_1[0] | count_1[0] | 0.47 | 1
-- area by class of cell --
type | instances | share of cell area (%)
Sequential cell | 8 | 46.1
Multi-Input combinational cell | 4 | 8.02
Clock buffer | 6 | 10.3
Tap cell | 46 | 13.2
Inverter | 2 | 1.72
Timing Repair Buffer | 9 | 20.6
-- sequential cells by signal, indices dropped and copies added, names as in the netlist --
register,cells
count_1,4
count_2,4
-- power breakdown --
| part | total [mW] | internal [mW] | switching, mW |
|---|---|---|---|
| clock | 0.260 | 0.179 | 0.0813 |
| sequential | 0.217 | 0.217 | 0 |
| combinational | 0.00639 | 0.00244 | 0.00395 |
| total | 0.483 | 0.398 | 0.0853 |
-- timing repair --
item                       in CTS  in global routing
hold buffers                    0                  0
setup endpoints to repair       0                  1
resized                         0                  1
Power and IR drop assume default switching activity.
