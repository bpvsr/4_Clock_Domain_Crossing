==> flow/design.v <==
`timescale 1ns / 1ps
module Hand_Shake_Pule_Synchronizer(
    input clk1,
    input clk2,
    input reset,
    input in,
    output out,
    output busy
);
    reg q1,q5,q6;
    reg q2,q3,q4;
    always@(posedge clk1 or posedge reset) begin
        if(reset) begin
            q1 <= 1'b0;
            q5 <= 1'b0;
            q6 <= 1'b0;    
        end else begin
            q1 <= (busy ? 1'b0 : (in ? 1'b1 : q1));
            q5 <= q3;
            q6 <= q5;            
        end
    end
    assign busy = q1 | q6;
    always@(posedge clk2) begin
        q2 <= q1;
        q3 <= q2;
        q4 <= q3;
    end 
    assign out = ~q4 & q3;
endmodule
==> flow/run.sh <==
#!/bin/bash
# OpenROAD 26Q1-2900-gdf79404cd8, Yosys 0.63+post, stock flow scripts
make -C /OpenROAD-flow-scripts/flow DESIGN_CONFIG=/design/flow/config.mk WORK_HOME=/design/flow/orfs finish
==> flow/config.mk <==
export PLATFORM = sky130hd
export DESIGN_NAME = Hand_Shake_Pule_Synchronizer
export DESIGN_NICKNAME = Hand_Shake_Pule_Synchronizer
export VERILOG_FILES = /design/flow/design.v
export SDC_FILE = /design/flow/constraint.sdc
export NUM_CORES = 4
export LEC_CHECK = 1
export CORE_AREA = 10 10 70 70
export DIE_AREA = 0 0 80 80
==> flow/constraint.sdc <==
current_design Hand_Shake_Pule_Synchronizer

set clk_period 1.1
set clk_io_pct 0.2

create_clock -name clk0 -period $clk_period [get_ports {clk1}]
create_clock -name clk1 -period $clk_period [get_ports {clk2}]

set non_clock_inputs [all_inputs -no_clocks]
set_input_delay [expr $clk_period * $clk_io_pct] -clock clk0 $non_clock_inputs
set_output_delay [expr $clk_period * $clk_io_pct] -clock clk0 [all_outputs]
==> results_slide.txt <==
Synthesis and Place & Route Summary

Floorplan
  • Core area: 0.003416 mm²
  • Total die size: 0.006400 mm²
  • Chip Height: 80 µm
  • I/O pin cnt: 6
  • Initial core utilization: 0.04652
  • Row cnt: 21
  • Chip width: 80 µm

Worst setup path
  • Combined buffer and inverter count along the critical path: 1
  • CP Data Arrival Time: 0.94 ns
  • Critical Path Sink Type: output pin
  • Worst R2R Setup Slack: 0.31 ns
  • Worst setup path category: register to output pin
  • Worst EP required: 0.88 ns
  • Crit path launch type: register
  • Launching element of the worst setup path: q1
  • Maximum fanout encountered on the critical timing path: 2
  • Cells traversed along the worst timing path: or2_1, buf_2
  • Critical Path Max Stage Delay: 0.36 ns
  • Reg-to-reg startpoint: q6
  • Critical Path Slowest Stage Cell: sky130_fd_sc_hd__dfrtp_1
  • Top delay family on crit path: flip-flops

Power and ir drop
  • Leakage power: 0.1386 nW
  • IR Drop Worst-Case VDD: 0.8315 mV
  • Pwr/cell area: 2117 mW/mm²

Synthesis
  • Area share of the largest cell type after synthesis: 0.4724
  • Ranking of synthesized cells by instance count: sky130_fd_sc_hd__dfrtp_1 (3), sky130_fd_sc_hd__dfxtp_1 (3)
  • Most used DFF post-synth: sky130_fd_sc_hd__dfxtp_1
  • Post-synth area from yosys stat: 158.9 µm²
  • Number of storage elements in the synthesis netlist: 6
  • Synthesized area: 158.9 µm²
  • Proportion of register bits with asynchronous set or reset after synthesis: 0.5000
  • Number of flops mapped to enable cells by yosys: 0
  • Cell type with the largest total area after synthesis: sky130_fd_sc_hd__dfrtp_1
  • Sequential share of the synthesized area: 0.8504
  • Number of standard cells after synthesis: 10
  • Synth unique cells: 6
  • Top cells by area: sky130_fd_sc_hd__dfrtp_1 (47%), sky130_fd_sc_hd__dfxtp_1 (38%), sky130_fd_sc_hd__nor3b_1 (4.7%)
  • Count of warnings emitted by yosys: 1
  • Per-instance average area after synthesis: 15.89 µm²
  • Cell count listed in synth_stat.txt: 10

Detailed routing
  • Vias after detailed routing: 119
  • Post-DRT Antenna Nets: 0
  • Mean routed wirelength per cell: 5.901 µm
  • Total Wirelength: 419 µm
  • Total DRC errors in the routed layout: 0
  • Drt initial violations: 0
  • Final antenna diode count: 0
  • First-pass detailed-route iteration total: 1
  • Via/cell ratio: 1.676

Global routing
  • Pin count of the biggest net entering global routing: 4
  • Wire length of the first global-routing pass: 655 µm
  • Initial antenna violation count: 0
  • Total global-route track usage: 0.01579
  • Vias in the first global route: 150
  • Grt ovf: 0

Final timing
  • Final setup violation count: 1
  • Slack of the critical path: -0.06135 ns
  • Final-report hold violation count: 0
  • Fin. max-slew vios: 0
  • RSZ-0062 raised after global routing: yes
  • Max-slew headroom: 0.8765
  • Transition time at the pin with the least slew margin: 0.1848 ns
  • Largest clock skew in the final design: 0.002215 ns

Finish
  • Final Util: 0.09414
  • Area of the multi-input gates: 20.02 µm²
  • Flip-flop and latch area: 135.1 µm²
  • Fraction of layout cells with a size suffix above 1: 0.4400
  • Filler cells: 404
  • Layout area overhead: 102.4%
  • Final non-filler cell area: 321.6 µm²

Clocking
  • Clock tree from TritonCTS: built
  • Reg clk slew, reported paths: 0.04 ns
  • Count of hold buffers inserted by post-cts repair: 0
  • TritonCTS sink count: 6

Outcome
  • Violations in the final reports: setup timing
  • Status: complete, but fails checks

Place
  • Count of input and output buffers: 4
  • Area of placed instances: 271.5 µm²
  • Worst slack after detailed placement: -0.1429 ns
  • Routability congestion estimate: 0.6668

Run
  • Max cap viols: 0
  • OpenROAD warnings: 28

Hold path
  • Class of the tightest hold or removal check: input port to asynchronous set/reset pin
-- worst reg2reg max path, cell delays in order (launching register included) --
cell and delay (ns):
sky130_fd_sc_hd__dfrtp_1 0.36, sky130_fd_sc_hd__buf_4 0.13, sky130_fd_sc_hd__nor3b_1 0.20
-- where the power goes --
group	switching [mW]	internal, mW
sequential	0.00665	0.243
combinational	0.0147	0.0311
clock	0.113	0.272
total	0.135	0.546
-- area by class of cell --
cell class	count	share of cell area
flip-flops and latches	6	0.4202
well taps	46	0.1790
clock buffers	8	0.1634
repair buffers	7	0.1634
multi-input cells	3	0.06226
inverters	1	0.01167
-- stage by stage --
step / TNS [ns] / cells / hold WS (ns) / total power, mW
6_report: -0.06135 / 71 / 0.1553 / 0.6806
5_1_grt: -0.1074 / 71 / 0.1757 / 0.7250
4_1_cts: -0.07529 / 71 / 0.1496 / 0.7052
3_5_place_dp: -0.1849 / 62 / 0.3153 / 0.3035
3_3_place_gp: -0.1749 / 62 / 0.3128 / 0.3018
2_1_floorplan: 0 / 10 / -0.02636 / 0.2605
-- sequential cells by signal, indices dropped and copies added (netlist names) --
| signal | count |
|---|---|
| q2 | 1 |
| q1 | 1 |
| q5 | 1 |
| q4 | 1 |
| q3 | 1 |
| q6 | 1 |
-- layer usage --
layer  up-vias  wire, µm  part of all wire  GRT usage
li1         58         -                 -          -
met1        51       184              0.44    0.01475
met2        10       136              0.32    0.01364
met3         0        98              0.23    0.02841
met4         0         0                 0   0.007042
met5         -         0                 0          0
-- worst paths after layout --
| path | endpoint | cells past startpoint |
|---|---|---|
| min in group clk1 | q3 | 0 |
| max in group clk1 | q2 | 1 |
| hold reg to reg | q3 | 0 |
| setup / recovery | busy | 2 |
| max in group asynchronous | q5 | 2 |
| min in group clk0 | q6 | 0 |
| hold / removal | q1 | 2 |
| setup reg to reg | q1 | 2 |
-- timing repair --
action                     4_1_cts  5_1_grt
gates resized                    6        0
pin swaps                        1        0
setup endpoints to repair        2        1
buffers inserted                 1        0
-- layout by cell type (no fill, tap or decap) --
master	netlist	layout
sky130_fd_sc_hd__clkbuf_1	0	2
sky130_fd_sc_hd__inv_1	1	1
sky130_fd_sc_hd__nor3b_1	1	1
sky130_fd_sc_hd__buf_4	0	3
sky130_fd_sc_hd__nor2b_1	1	1
sky130_fd_sc_hd__dfrtp_1	3	3
sky130_fd_sc_hd__or2_1	1	1
sky130_fd_sc_hd__clkbuf_4	0	6
sky130_fd_sc_hd__clkdlybuf4s50_1	0	2
sky130_fd_sc_hd__buf_2	0	2
sky130_fd_sc_hd__dfxtp_1	3	3
-- cells by family after synthesis --
logic type    Yosys count  share of synthesized area
simple gates            3                     0.1261
flops                   6                     0.8504
buf+inv                 1                    0.02360
No activity file was given, so power comes from the tool's default toggle rates.
